==> config.mk <==
export PLATFORM = sky130hd
export DESIGN_NAME = NPC
export DESIGN_NICKNAME = NPC
export VERILOG_FILES = /design/flow/design.v
export SDC_FILE = /design/flow/constraint.sdc
export NUM_CORES = 4
export LEC_CHECK = 1
export CORE_UTILIZATION = 30
==> constraint.sdc <==
current_design NPC

set clk_period 6.0
set clk_io_pct 0.2

create_clock -name clk0 -period $clk_period [get_ports {clk}]

set non_clock_inputs [all_inputs -no_clocks]
set_input_delay [expr $clk_period * $clk_io_pct] -clock clk0 $non_clock_inputs
set_output_delay [expr $clk_period * $clk_io_pct] -clock clk0 [all_outputs]
==> design.v <==
`timescale 1ns / 1ps
module ALU32 (   
    input [31:0] in1,   
    input [31:0] in2,   
    input [2:0] funct3,   
    input [6:0] funct7,   
    output [31:0] out   
);
  wire [32*8-1:0] outNto1;   
  MuxKey #(
      .NR_KEY  (8),
      .KEY_LEN (3),
      .DATA_LEN(32)
  ) MuxKey_inst (
      .out    (out),
      .key    (funct3),
      .inlines(outNto1)
  );
  wire add_en = funct3 == 3'h0;
  wire is_sub = add_en ? (funct7 == 7'h20) : 0;
  wire [31:0] in2_as = add_en ? (is_sub ? ~in2 : in2) : 0;
  wire cout;   
  Adder #(
      .WIDTH(32)
  ) Adder32_inst (
      .en  (add_en),
      .c0  (is_sub),
      .in1 (in1),
      .in2 (in2_as),
      .sout(outNto1[32*1-1:0]),
      .cout(cout)
  );
  assign outNto1[32*5-1:32*4] = in1 ^ in2;
  assign outNto1[32*7-1:32*6] = in1 | in2;
  assign outNto1[32*8-1:32*7] = in1 & in2;
  wire is_left = funct3 == 3'h1;
  wire is_right = funct3 == 3'h5;
  wire shift_en = is_left || is_right;
  wire is_logical = is_right ? (funct7 == 7'h00) : 0;
  wire [31:0] shift_out;
  Shift #(
      .WIDTH(32)
  ) Shift_inst (
      .en        (shift_en),
      .in1       (in1),
      .in2       (in2),
      .is_left   (is_left),
      .is_logical(is_logical),
      .out       (shift_out)
  );
  assign outNto1[32*6-1:32*5] = shift_out;
  assign outNto1[32*2-1:32*1] = shift_out;
  wire is_slt = funct3 == 3'h2;
  assign outNto1[32*3-1:32*2] = is_slt ? ($signed(in1) < $signed(in2) ? 1 : 0) : 0;
  wire is_sltu = funct3 == 3'h3;
  assign outNto1[32*4-1:32*3] = is_sltu ? ((in1 < in2) ? 1 : 0) : 0;
endmodule
`timescale 1ns / 1ps
module Adder #(
    WIDTH = 32
) (
    input en,
    input c0,   
    input [WIDTH-1:0] in1,
    input [WIDTH-1:0] in2,
    output [WIDTH-1:0] sout,   
    output cout   
);
  assign {cout, sout} = en ? (in1 + in2 + {32'b0, c0}) : 0;
endmodule
`timescale 1ns / 1ps
module Boot (
    input  clk,
    input  global_rst,
    output init_rst
);
  assign init_rst = global_rst;
endmodule
`timescale 1ns / 1ps
module NPC (   
    input  wire        clk,          
    input  wire        global_rst,   
    input  wire [31:0] inst,         
    output wire [31:0] pc,           
    output reg         inst_clk,     
    output wire        ebreak        
);
  always @(posedge clk) begin
    inst_clk <= 0;
  end
  wire init_rst;   
  Boot Boot_inst (
      .clk(clk),
      .global_rst(global_rst),
      .init_rst(init_rst)
  );
  wire        rst = global_rst | init_rst;
  wire        reg_we;   
  wire        reg_rea;   
  wire        reg_reb;   
  wire [ 4:0] reg_addrw;   
  wire [ 4:0] reg_addra;   
  wire [ 4:0] reg_addrb;   
  wire [31:0] reg_dinw;   
  wire [31:0] reg_douta;   
  wire [31:0] reg_doutb;   
  Regs #(
      .WIDTH     (32),   
      .ADDR_WIDTH(5),    
      .NR_REGS   (32),   
      .RESET_VAL (0)
  ) Regs (
      .clk  (clk),
      .rst  (rst),
      .we   (reg_we),
      .rea  (reg_rea),
      .reb  (reg_reb),
      .addrw(reg_addrw),
      .addra(reg_addra),
      .addrb(reg_addrb),
      .dinw (reg_dinw),
      .douta(reg_douta),
      .doutb(reg_doutb)
  );
  wire [6:0] opcode = inst[6:0];   
  wire [4:0] rd = inst[11:7];   
  wire [2:0] funct3 = inst[14:12];   
  wire [4:0] rs1 = inst[19:15];   
  wire [4:0] rs2 = inst[24:20];   
  wire [6:0] funct7 = inst[31:25];   
  wire [11:0] imm_i = inst[31:20];   
  wire [11:0] imm_s = {inst[31:25], inst[11:7]};   
  wire [12:0] imm_b = {inst[31], inst[7], inst[30:25], inst[11:8], 1'b0};   
  wire [31:0] imm_u = {inst[31:12], 12'b0};   
  wire [20:0] imm_j = {inst[31], inst[19:12], inst[20], inst[30:21], 1'b0};   
  wire fmt_r = (opcode == 7'b0110011);   
  wire fmt_i_alu = (opcode == 7'b0010011);   
  wire fmt_i_load = (opcode == 7'b0000011);   
  wire fmt_i_jalr = (opcode == 7'b1100111);   
  wire fmt_i_env = (opcode == 7'b1110011);   
  wire fmt_i = (fmt_i_alu || fmt_i_load || fmt_i_jalr || fmt_i_env);   
  wire fmt_s = (opcode == 7'b0100011);   
  wire fmt_b = (opcode == 7'b1100011);   
  wire is_lui = (opcode == 7'b0110111);   
  wire is_auipc = (opcode == 7'b0010111);   
  wire fmt_u = (is_lui || is_auipc);   
  wire fmt_j = (opcode == 7'b1101111);   
  wire is_jalxx = (fmt_j || fmt_i_jalr);
  wire is_jmp = (is_jalxx || fmt_b);   
  wire [31:0] target_pc;   
  PC #(
      .START_ADDR(32'h80000000)
  ) PC_inst (
      .clk(clk),
      .rst(rst),
      .set_pc(is_jmp),
      .new_pc(target_pc),
      .pc(pc)
  );
  assign reg_rea = (fmt_u || fmt_j) ? 0 : 1;   
  assign reg_reb = (fmt_i || fmt_u || fmt_j) ? 0 : 1;   
  assign reg_we = (fmt_s || fmt_b) ? 0 : 1;   
  assign reg_addra = reg_rea ? rs1 : 0;   
  assign reg_addrb = reg_reb ? rs2 : 0;   
  assign reg_addrw = reg_we ? rd : 0;   
  wire [31:0] alu_out;
  wire [31:0] alu_in1;
  wire [ 1:0] alu_in1_sel = {is_lui, fmt_b};
  MuxKey #(
      .NR_KEY  (3),
      .KEY_LEN (2),
      .DATA_LEN(32)
  ) MuxKey_alu_in1 (
      .out(alu_in1),
      .key(alu_in1_sel),
      .inlines({
        {32'b0},   
        {pc},   
        {reg_douta}   
      })
  );
  wire [31:0] alu_in2;
  wire [ 5:0] alu_in2_sel = {fmt_i, fmt_s, fmt_j, fmt_u, fmt_b, fmt_r};
  MuxMap #(
      .NR_KEY  (6),
      .KEY_LEN (6),
      .DATA_LEN(32)
  ) MuxMap_alu_in2 (
      .out(alu_in2),
      .key(alu_in2_sel),
      .lut({
        6'b100_000,   
        {20'b0, imm_i},
        6'b010_000,   
        {20'b0, imm_s},
        6'b001_000,   
        {11'b0, imm_j},
        6'b000_100,   
        {imm_u},
        6'b000_010,   
        {19'b0, imm_b},
        6'b000_001,   
        {reg_doutb}
      })
  );
  wire [2:0] alu_funct3 = funct3;
  wire [6:0] alu_funct7 = fmt_r ? funct7 : 7'h00;
  ALU32 ALU32_inst (
      .in1(fmt_i_env ? 0 : alu_in1),
      .in2(fmt_i_env ? 0 : alu_in2),
      .funct3(alu_funct3),
      .funct7(alu_funct7),
      .out(alu_out)
  );
  wire [31:0] ram_in = 0;   
  assign reg_dinw = (fmt_r || fmt_i_alu) ? alu_out : fmt_i_load ? ram_in : 0;
  wire hfpc = is_jmp ? alu_out : (is_jalxx ? pc + 4 : 0);
  wire need_pcadder = is_jalxx;
  Adder #(
      .WIDTH(32)
  ) Adder_inst (
      .en  (en),
      .c0  (c0),
      .in1 (in1),
      .in2 (in2),
      .sout(sout),
      .cout(cout)
  );
  assign ebreak = fmt_i_env && funct3 == 3'h0 && imm_i == 12'h001;
endmodule
`timescale 1ns / 1ps
module Regs #(
    WIDTH = 1,
    ADDR_WIDTH = 1,
    NR_REGS = 1,
    RESET_VAL = 0
) (
    input clk,   
    input rst,   
    input we,   
    input rea,   
    input reb,   
    input [ADDR_WIDTH-1:0] addrw,   
    input [ADDR_WIDTH-1:0] addra,   
    input [ADDR_WIDTH-1:0] addrb,   
    input [WIDTH-1:0] dinw,   
    output [WIDTH-1:0] douta,   
    output [WIDTH-1:0] doutb   
);
  wire [WIDTH-1:0] douts[NR_REGS];   
  wire [NR_REGS*WIDTH-1:0] out_lines;   
  begin
    Reg #(   
        .WIDTH(WIDTH),
        .RESET_VAL(0)
    ) Reg_0 (
        .clk (clk),
        .rst (rst),
        .din (dinw),
        .wen (0),
        .dout(douts[0])
    );
    assign out_lines[(WIDTH-1)-:WIDTH] = douts[0];
  end
  genvar i;
  generate
    for (i = 1; i < NR_REGS; i = i + 1) begin : Reg_Gen
      Reg #(
          .WIDTH(WIDTH),
          .RESET_VAL(RESET_VAL)
      ) inst (
          .clk (clk),
          .rst (rst),
          .din (dinw),
          .wen (we && (addrw == i)),
          .dout(douts[i])
      );
      assign out_lines[((i+1)*WIDTH-1)-:WIDTH] = douts[i];
    end
  endgenerate
  MuxKey #(
      .NR_KEY  (NR_REGS),
      .KEY_LEN (ADDR_WIDTH),
      .DATA_LEN(WIDTH)
  ) mux_outa (
      .out(douta),
      .key(addra),
      .inlines(out_lines)
  );
  MuxKey #(
      .NR_KEY  (NR_REGS),
      .KEY_LEN (ADDR_WIDTH),
      .DATA_LEN(WIDTH)
  ) mux_outb (
      .out(doutb),
      .key(addrb),
      .inlines(out_lines)
  );
endmodule   
`timescale 1ns / 1ps
module Shift #(
    WIDTH = 1
) (
    input en,
    input [WIDTH-1:0] in1,
    input [WIDTH-1:0] in2,
    input is_left,
    input is_logical,
    output [WIDTH-1:0] out
);
  assign out = en ? (is_left ? (in1 << in2) : is_logical ? (in1 >> in2) : (in1 >>> in2)) : 0;
endmodule
`timescale 1ns / 1ps
module MuxKey #(
    NR_KEY   = 2,
    KEY_LEN  = 1,
    DATA_LEN = 1
) (
    output reg [DATA_LEN-1:0] out,
    input [KEY_LEN-1:0] key,
    input [NR_KEY*DATA_LEN-1:0] inlines
);
  reg [DATA_LEN-1 : 0] lut_out;
  reg hit;   
  integer i;
  always @(*) begin
    lut_out = 0;
    hit = 0;
    for (i = 0; i < NR_KEY; i = i + 1) begin
      lut_out = lut_out | ({DATA_LEN{key == i[KEY_LEN-1:0]}} & inlines[DATA_LEN*(i+1)-1-:DATA_LEN]);
      hit = hit | (key == i[KEY_LEN-1:0]);
    end
    out = (hit ? lut_out : {DATA_LEN{1'b0}});
  end
endmodule
`timescale 1ns / 1ps
module MuxMap #(
    NR_KEY   = 2,
    KEY_LEN  = 1,
    DATA_LEN = 1
) (
    output reg [DATA_LEN-1:0] out,
    input [KEY_LEN-1:0] key,
    input [NR_KEY*(KEY_LEN + DATA_LEN)-1:0] lut
);
  localparam PAIR_LEN = KEY_LEN + DATA_LEN;
  wire [PAIR_LEN-1:0] pair_list[NR_KEY-1:0];
  wire [ KEY_LEN-1:0] key_list [NR_KEY-1:0];
  wire [DATA_LEN-1:0] data_list[NR_KEY-1:0];
  genvar n;
  generate
    for (n = 0; n < NR_KEY; n = n + 1) begin
      assign pair_list[n] = lut[PAIR_LEN*(n+1)-1-:PAIR_LEN];
      assign data_list[n] = pair_list[n][DATA_LEN-1:0];
      assign key_list[n]  = pair_list[n][PAIR_LEN-1:DATA_LEN];
    end
  endgenerate
  reg [DATA_LEN-1 : 0] lut_out;
  reg hit;
  integer i;
  always @(*) begin
    lut_out = 0;
    hit = 0;
    for (i = 0; i < NR_KEY; i = i + 1) begin
      lut_out = lut_out | ({DATA_LEN{key == key_list[i]}} & data_list[i]);
      hit = hit | (key == key_list[i]);
    end
    out = (hit ? lut_out : {DATA_LEN{1'b0}});
  end
endmodule
`timescale 1ns / 1ps
module PC #(   
    START_ADDR = 32'h80000000
) (
    input wire clk,
    input wire rst,
    input wire set_pc,
    input wire [31:0] new_pc,
    output wire [31:0] pc
);
  wire [31:0] wpc = set_pc ? new_pc : pc + 4;
  Reg #(
      .WIDTH(32),
      .RESET_VAL(START_ADDR)
  ) reg_pc (
      .clk (clk),
      .rst (rst),
      .din (wpc),
      .wen (1),
      .dout(pc)
  );
endmodule
`timescale 1ns / 1ps
module Reg #(
    WIDTH = 1,
    RESET_VAL = 0   
) (
    input clk,
    input rst,
    input [WIDTH-1:0] din,
    input wen,   
    output reg [WIDTH-1:0] dout
);
  always @(posedge clk) begin
    if (rst) dout <= RESET_VAL;
    else if (wen) dout <= din;
  end
endmodule
==> run.sh <==
#!/bin/bash
# OpenROAD 26Q1-2900-gdf79404cd8, Yosys 0.63+post, stock flow scripts
make -C /OpenROAD-flow-scripts/flow DESIGN_CONFIG=/design/flow/config.mk WORK_HOME=/design/flow/orfs finish
==> results.ini <==
[yosys]
synth_area_sq_um = 1420
yosysTopAreaCell = dfxtp_1
postSynthCellCount = 166
most_common_cell = dfxtp_1
synth_warnings = 50
async_flop_share_pct = 0
yosys_cells = 166
numSynthFlops = 30
top_area_share_pct = 42.4
flop_cell = dfxtp_1
avgSynthCellArea_sq_um = 8.54
ys_area_sq_um = 1420
ys_seq_share_pct = 42.4
synthTopCellsByCount = dfxtp_1, nor2_1, a21oi_1
post_synth_num_cell_types = 28
top_cells_by_area = dfxtp_1, xnor2_1, a21oi_1
edf_count = 0

[grt]
grt_max_degree = 31
grt_pass1_wl_mm = 5.58
grtUsageTotal_pct = 13.7
first_global_vias = 1209
antenna_found_initial = 0
overflow = 0

[critical_path]
worstPathCellList = clkdlybuf4s50_1 > nor4bb_1 > nand4_1 > nor3_1 > clkdlybuf4s50_1
crit_buf_inv = 2
end_kind = output pin
cpPeakStageDelay_ns = 0.49
startpoint_type = input port
cp_max_fo = 1
crit_cells = 5
cp_slowest_cell = clkdlybuf4s50_1
critical_path_required_ns = 4.80
reg2regPathDepth = 5
cp.arrival_ns = 2.68
path_common_cell = clkdlybuf4s50_1
crit_family = buffers and inverters
critical_path_class = input port to output pin

[sta]
slew_violations = 0
fin_tns_setup_ns = 0
rsz0062_at_grt = no
fin_skew_ns = 0.00540
setup_viol = 0
slew_headroom_pct = 61.3
hold_slack_ns = 0.497
fmax_ghz = 0.258
fin_crit_sh_pct = 64.6
tightest_slew_ns = 0.575
fin_ws_ns = 2.12
hold_viol_final = 0
period_needed_ns = 3.88

[cells_and_area]
area_growth_syn_to_layout_pct = 48.5
regMostFlops = PC_inst.reg_pc.dout
layout-drive-gt1-share_pct = 4.95
postLayoutCoreUtil_pct = 47.4
largest_register_ff_count = 30
reg_top3 = PC_inst.reg_pc.dout: 30 flops
stdcell_count = 274

[clocking]
cts_sinks = 30
tritoncts = done
clkSlewWorstSetupHoldPaths_ns = 0.07
htreeDepth = 2
holdBufCountCts = 0
cts_made_buffers = 5
cts_resized = 0
clock.latency.late_pin_ns = 0.28
cts_buffer_depth = 2
cts_root_buffer = clkbuf_8
postCtsSetupBuffers = 0

[place]
hpwl_mm = 2.21
numPortBuffers = 54
dp_slack_ns = 2.08
place_congestion = 0.789
dp.cells = 266

[routing]
drc = 0
drt_iter0_markers = 125
vias_per_cell = 5.12
postRouteAntennaNets = 0
routed_wirelength_mm = 3.29
vias = 1404
drt-pass1-iter-count = 20
avgRoutedWirePerCell_um = 12.0
insertedDiodeCount = 0

[floorplanning]
die_w_um = 70.7
die_h_um = 70.7
rows = 24
die-area_sq_um = 5000
fp_util_pct = 31.9
coreArea_sq_um = 4440
io_pins = 68

[power]
leakage_nw = 0.661
powerDensity_nw_per_um2 = 206
ir_drop_mv = 0.125

[min_path]
holdPathStages = 1
hold_class = flop to flop

[run_status]
status = complete, no violations

[job]
cap_violations = 0
warnings = 35

[where the power goes]
| group | leakage (nW) | switching, mW | internal (mW) |
|---|---|---|---|
| logic | 0.369 | 0.00703 | 0.0184 |
| registers | 0.242 | 0.00247 | 0.201 |
| clock network | 0.0504 | 0.0809 | 0.123 |
| total | 0.661 | 0.0904 | 0.343 |
[cells by family (layout without fill, tap and decap cells)]
| family | count (synthesis) | in the layout | synth area share [%] |
|---|---|---|---|
| flops | 30 | 30 | 42.4 |
| fa+ha+maj | 1 | 1 | 0.882 |
| compound gates | 28 | 28 | 11.8 |
| simple gates | 78 | 78 | 31.3 |
| xor+xnor | 14 | 14 | 8.65 |
| other cells | 1 | 3 | 0.265 |
| buf+inv | 14 | 68 | 4.68 |
[stage by stage]
step                      power (mW)  cell area, sq um
after floorplan                0.215              1430
after global placement         0.234              1990
after detailed placement       0.234              1990
after CTS                      0.440              2100
after global routing           0.451              2100
final                          0.433              2100
[cell type report]
| type | count | area [sq um] |
|---|---|---|
| flip-flops and latches | 30 | 601 |
| clock inverters | 3 | 45.0 |
| multi-input cells | 124 | 758 |
| fillers | 446 | 2340 |
| clock buffers | 5 | 68.8 |
| inverters | 5 | 18.8 |
| repair buffers | 55 | 548 |
| well taps | 52 | 65.1 |
[path summary, 6_finish.rpt]
path,startpoint,to,slack (ns)
worst max-delay path,inst[4],ebreak,2.12
worst min-delay path,PC_inst.reg_pc.dout[2],PC_inst.reg_pc.dout[2],0.50
worst max register to register,PC_inst.reg_pc.dout[2],PC_inst.reg_pc.dout[28],3.65
worst min register to register,PC_inst.reg_pc.dout[2],PC_inst.reg_pc.dout[2],0.50
[worst register-to-register path: cells and delay by family, from the launching register on]
kind	cells	cell delay (ns)
flip-flops	1	0.42
AND/OR/NAND/NOR	3	1.46
adder cells (fa/ha/maj)	1	0.26
AND-OR/OR-AND	1	0.15
[layer usage]
| metal | vias to the layer above | share of wire [%] | global-route usage [%] |
|---|---|---|---|
| li1 | 711 | - | - |
| met1 | 639 | 46 | 21.2 |
| met2 | 50 | 42 | 19.9 |
| met3 | 4 | 11 | 3.76 |
| met4 | 0 | 0.94 | 2.00 |
| met5 | - | 0 | 0 |
[cells in the final DEF, fill, tap and decap left out, drive strengths merged, types with 2 or more instances in the layout]
cell type / count
clkdlybuf4s50: 54
dfxtp: 30
nor2: 16
a21oi: 12
nand2: 10
nand4: 10
nand3: 9
xnor2: 9
nor4: 8
or4: 8
o21ai: 6
or3: 6
o31ai: 6
nor3: 5
inv: 5
xor2: 5
clkbuf: 5
and4: 4
conb: 3
clkinvlp: 2
No activity file was given, so power comes from the tool's default toggle rates.
